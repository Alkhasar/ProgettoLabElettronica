==> design.v <==
`timescale 1ns / 100ps
module uart_tx #(parameter integer NBYTES = 1) (
   input  wire clk,                              
   input  wire tx_start,                         
   input  wire tx_en,                            
   input  wire [(NBYTES*8)-1:0] tx_data,         
   output reg  tx_busy,                          
   output reg  TxD                               
   ) ;
   reg [NBYTES*(1+8+1):0] bit_count ;
   always @(posedge clk ) begin
      if( tx_start == 1'b1 ) begin
         bit_count[0]                <= 1'b1 ;               
         bit_count[NBYTES*(1+8+1):1] <=  'b0 ;
      end
      else if( tx_en == 1'b1 )
         bit_count[NBYTES*(1+8+1):0] <= { bit_count[NBYTES*(1+8+1)-1:0] , 1'b0 } ;    
   end    
   integer k ;
   always @(posedge clk) begin
      TxD     <= 1'b1 ;  
      tx_busy <= 1'b0 ;
      for( k = 0; k < NBYTES; k = k+1 ) begin    
            if( bit_count[1 + 10*k] == 1'b1 ) begin TxD <= 1'b0 ; tx_busy <= 1'b1 ; end                             
            else if( bit_count[ 2 + 10*k] == 1'b1 ) begin TxD <= tx_data[0 + 8*k] ; tx_busy <= 1'b1 ; end           
            else if( bit_count[ 3 + 10*k] == 1'b1 ) begin TxD <= tx_data[1 + 8*k] ; tx_busy <= 1'b1 ; end
            else if( bit_count[ 4 + 10*k] == 1'b1 ) begin TxD <= tx_data[2 + 8*k] ; tx_busy <= 1'b1 ; end
            else if( bit_count[ 5 + 10*k] == 1'b1 ) begin TxD <= tx_data[3 + 8*k] ; tx_busy <= 1'b1 ; end
            else if( bit_count[ 6 + 10*k] == 1'b1 ) begin TxD <= tx_data[4 + 8*k] ; tx_busy <= 1'b1 ; end
            else if( bit_count[ 7 + 10*k] == 1'b1 ) begin TxD <= tx_data[5 + 8*k] ; tx_busy <= 1'b1 ; end
            else if( bit_count[ 8 + 10*k] == 1'b1 ) begin TxD <= tx_data[6 + 8*k] ; tx_busy <= 1'b1 ; end
            else if( bit_count[ 9 + 10*k] == 1'b1 ) begin TxD <= tx_data[7 + 8*k] ; tx_busy <= 1'b1 ; end
            else if( bit_count[10 + 10*k] == 1'b1 ) begin TxD <= 1'b1 ; tx_busy <= 1'b1 ; end                       
      end    
   end    
endmodule
==> run.sh <==
#!/bin/bash
# OpenROAD 26Q1-2900-gdf79404cd8, Yosys 0.63+post, stock flow scripts
make -C /OpenROAD-flow-scripts/flow DESIGN_CONFIG=/design/flow/config.mk WORK_HOME=/design/flow/orfs finish
==> config.mk <==
export PLATFORM = sky130hd
export DESIGN_NAME = uart_tx
export DESIGN_NICKNAME = uart_tx
export VERILOG_FILES = /design/flow/design.v
export SDC_FILE = /design/flow/constraint.sdc
export NUM_CORES = 4
export LEC_CHECK = 1
export CORE_AREA = 10 10 72 72
export DIE_AREA = 0 0 82 82
==> constraint.sdc <==
current_design uart_tx

set clk_period 1.9
set clk_io_pct 0.2

create_clock -name clk0 -period $clk_period [get_ports {clk}]

set non_clock_inputs [all_inputs -no_clocks]
set_input_delay [expr $clk_period * $clk_io_pct] -clock clk0 $non_clock_inputs
set_output_delay [expr $clk_period * $clk_io_pct] -clock clk0 [all_outputs]
==> results.py <==
# Synthesis and PnR figures
metrics = {
    "outcome": {
        "outcome": "completed",
    },
    "final_timing": {
        "rsz0062_at_grt": "no",
        "relSlewSlack_pct": 72.7,
        "finalSetupTns_ns": 0,
        "finalSetupViolations": 0,
        "period_needed_ns": 1.42,
        "setup_slack_ns": 0.482,
        "fmax_mhz": 705,
        "hold_viol": 0,
        "finalCritPeriodShare_pct": 74.6,
        "fin_skew_ns": 0.00397,
        "worst_pin_slew_ns": 0.409,
        "drv_slew": 0,
    },
    "global_routing": {
        "grt_overflow": 0,
        "grt-busiest-layer": "met2",
        "grt.met1_usage_pct": 4.12,
        "grt_pass1_wl_um": 1820,
        "antenna_found_initial": 0,
        "track_usage_pct": 3.52,
        "first_global_vias": 413,
        "met3_usage_pct": 2.53,
        "met2_usage_pct": 5.33,
        "grt_max_degree": 12,
    },
    "synth": {
        "synth_warnings": 1,
        "simple_gate_area_share_pct": 18.2,
        "syn_area_um2": 536,
        "syn-mean-instance-area_um2": 9.56,
        "synth_cell_types": 18,
        "fa_ha_area_share_pct": 0,
        "synth_flop_count": 13,
        "ys_sh_mux_pct": 18.7,
        "xor_area_share_pct": 0,
        "ys_sh_aoi_pct": 10.3,
        "yosys_area_um2": 536,
        "logic_family": "multiplexers",
        "yosys_cells": 56,
        "syn_inst": 56,
        "ys_seq_share_pct": 48.6,
    },
    "min_path": {
        "hold_class": "register to register",
    },
    "layout": {
        "fillers": 407,
        "drive_gt1_share_pct": 8.45,
        "areaGrowthSynthToFinish_pct": 41.4,
        "fin_cells": 119,
        "final_util_pct": 20.5,
    },
    "cts": {
        "clockBufferDepth": 2,
        "cts_hold_buf": 0,
        "clk_latency_ns": 0.23,
        "cts_tree": "done",
        "numCtsBuffers": 3,
        "cts_sinks": 13,
        "cts_resized": 0,
        "clkTransAtPathRegs_ns": 0.05,
        "postCtsSetupBuffers": 0,
        "cts-htree-levels": 1,
        "cts_root_buf": "clkbuf_8",
    },
    "power_and_ir_drop": {
        "switching_share_pct": 19.1,
        "ir_drop_mv": 0.239,
        "p_comb_share_pct": 10.4,
        "p_leak_uw": 0.000304,
        "total_power_uw": 581,
        "power.density_mw_per_mm2": 768,
        "power_frac_seq_pct": 49.9,
        "p_int_uw": 470,
        "p_sw_uw": 111,
        "p_clk_share_pct": 39.7,
    },
    "critical_path": {
        "required_ns": 1.52,
        "cpLargestDelayFamily": "buffers and inverters",
        "endpoint_kind": "output port",
        "crit_chain": "clkdlybuf4s50_1",
        "start_kind": "register",
        "cp.arrival_ns": 1.04,
        "max_stage_delay_ns": 0.48,
        "crit_type": "register to output port",
        "path_buffers": 1,
        "critPathSlowestCell": "clkdlybuf4s50_1",
        "worst-path-max-fanout": 1,
    },
    "die": {
        "core_mm2": 0.00369,
        "die_h_um": 82,
        "fp_util_pct": 14.5,
        "die_x_um": 82,
        "rows": 22,
        "dieArea_mm2": 0.00672,
        "pin_count": 13,
    },
    "detailed_routing": {
        "avgViaCountPerCell": 3.43,
        "final_antenna_net_count": 0,
        "post_drt_wl_per_cell_um": 9.65,
        "dr.pass1.iters": 3,
        "drt_iter0_drc": 34,
        "routed_wl_um": 1150,
        "remaining_drc_errors": 0,
        "antenna_cells": 0,
        "vias": 408,
    },
    "flow_run": {
        "maxCapViolCount": 0,
        "warning_count": 25,
    },
    "place": {
        "pre_cts_ws_ns": 0.385,
        "gp_congestion": 0.768,
        "placedCellCount": 115,
        "io_buffers": 12,
        "dp_hpwl_um": 888,
    },
}
[layout make-up]
cell class / instances / area, um2 / area share (%)
Timing Repair Buffer: 13 / 128 / 16.9
Clock buffer: 4 / 45.0 / 5.95
Multi-Input combinational cell: 38 / 253 / 33.4
Tap cell: 48 / 60.1 / 7.93
Inverter: 3 / 11.3 / 1.49
Sequential cell: 13 / 260 / 34.4
[sequential cells by signal, summed over array words and instances (netlist names)]
name       cells
bit_count     11
TxD            1
tx_busy        1
[Yosys cell counts, drive strengths merged]
master,instances,area [um2]
nor2,11,41.3
dfxtp,13,260
inv,3,11.3
clkbuf,1,3.75
nor3,1,10.0
nor2b,1,6.26
o211ai,1,7.51
nor4,2,12.5
a21oi,3,15.0
o21ai,1,5.00
nand2,2,7.51
mux2i,10,100
a211oi,2,20.0
buf,1,7.51
a21o,1,7.51
nor3b,2,15.0
nand3,1,5.00
[power by group through the flow]
stage                 Combinational [uW]  Clock [uW]  Sequential, uW
after CTS                           62.1         238             290
after global routing                66.5         250             292
final                               60.7         231             290
[layer usage]
layer  routed length [um]  up-vias
li1                     -      225
met1                  517      172
met2                  505        9
met3                  113        2
met4                   12        0
met5                    0        -
[kinds of logic (layout without fill, tap and decap cells)]
logic type	Yosys count	in the layout
multiplexers	10	10
AND/OR/NAND/NOR	20	20
AND-OR/OR-AND	8	8
buffers and inverters	5	20
flip-flops	13	13
[per-stage QoR]
step / cell area (um2) / hold slack, ns
after floorplan: 536 / 0.430
after global placement: 712 / 0.437
after detailed placement: 712 / 0.447
after CTS: 757 / 0.455
after global routing: 757 / 0.487
final: 757 / 0.455
[path summary, 6_finish.rpt]
path                             start                        end  slack (ns)  cells after the start
min          bit_count[0]$_SDFFE_PP1P_  bit_count[0]$_SDFFE_PP1P_        0.45                      1
min reg2reg  bit_count[0]$_SDFFE_PP1P_  bit_count[0]$_SDFFE_PP1P_        0.45                      1
max reg2reg  bit_count[4]$_SDFFE_PP0P_             TxD$_SDFF_PP0_        0.90                      4
max                     TxD$_SDFF_PP0_                        TxD        0.48                      1
[cell usage in the layout, fill, tap and decap left out]
master,instances
dfxtp_1,13
nor3_2,1
a21oi_1,3
o21ai_1,1
clkbuf_8,3
nand3_1,1
buf_4,1
clkbuf_1,1
mux2i_1,10
nor3b_1,2
o211ai_1,1
a211oi_1,1
nor2b_1,1
inv_1,3
nand2_1,2
nor4_1,2
a211oi_2,1
a21o_1,1
nor2_1,11
clkdlybuf4s50_1,12
