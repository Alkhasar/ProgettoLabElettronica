File: flow/design.v
`timescale 10 ns / 1 ns
module ticker #(parameter integer N_TICKS = 100) (
    input wire clk,
    input wire rst,
    input wire en,
    output reg tick
);
    reg [$clog2(N_TICKS)-1:0] clk_counts = 'b0;
    always @(posedge clk) begin
            if (rst == 1'b1) begin
                tick <= 1'b0;
                clk_counts <= 'b0;
            end
            else begin
                if (en == 1'b1) begin
                    if (clk_counts == N_TICKS - 1) begin
                        clk_counts <= 'b0;
                        tick <= 'b1;    
                    end
                    else begin
                        clk_counts <= clk_counts + 'b1;
                        tick <= 'b0; 
                    end
                end
            end
        end
endmodule
File: flow/run.sh
#!/bin/bash
# OpenROAD 26Q1-2900-gdf79404cd8, Yosys 0.63+post, stock flow scripts
make -C /OpenROAD-flow-scripts/flow DESIGN_CONFIG=/design/flow/config.mk WORK_HOME=/design/flow/orfs finish
File: flow/config.mk
export PLATFORM = sky130hd
export DESIGN_NAME = ticker
export DESIGN_NICKNAME = ticker
export VERILOG_FILES = /design/flow/design.v
export SDC_FILE = /design/flow/constraint.sdc
export NUM_CORES = 4
export LEC_CHECK = 1
export CORE_AREA = 10 10 70 70
export DIE_AREA = 0 0 80 80
File: flow/constraint.sdc
current_design ticker

set clk_period 1.7
set clk_io_pct 0.2

create_clock -name clk0 -period $clk_period [get_ports {clk}]

set non_clock_inputs [all_inputs -no_clocks]
set_input_delay [expr $clk_period * $clk_io_pct] -clock clk0 $non_clock_inputs
set_output_delay [expr $clk_period * $clk_io_pct] -clock clk0 [all_outputs]
==> Changelog: implementation <==
### Physical design

- Top logic family: simple AND/OR/NAND/NOR gates
- RSZ-0062 raised after global routing: false
- Die Wd: around 80 µm
- Initial antenna violation count: 0
- Hold WS: ~0.47 ns
- Clock transition at the registers of the reported paths: around 0.050 ns
- Fin crit share: 0.859
- Mapped Cells: around 40
- Minimum clock period: between 1 and 1.5 ns
- Max Freq: approximately 0.68 GHz
- Seq cells post-synth: 8
- CTS Buf Count: 3
- Synth mux share: 0.0262
- Final setup TNS: 0 ns
- Ao+oa area frac: 0.0984
- Drt initial violations: 38
- Syn_area_per_cell: 9.54 µm²
- Hold Crit Depth: 2
- Die height: around 80 µm
- Fraction of layout cells with a size suffix above 1: 0.163
- CTS root buffer: clkbuf_4
- Worst setup EP type: register
- PD cells: 743 nW/µm²
- Clk sinks: 8
- Wire per inst: between 7 and 8 µm
- Fp util: 0.112
- Most frequent logic cell in the layout: dfxtp_1
- Setup Buffers After CTS: 0
- Maxcap violations: 0
- Netlist cell types: 22
- Total congestion overflow: 0
- Vias in the first global route: between 200 and 300
- Design Area, Final: 514 µm²
- Worst Clk Skew: a little under 0.007 ns
- Finish-stage setup viols: 0
- Status: complete, no violations
- Largest net degree at the start of global routing: 7
- CP arrival: 1.64 ns
- Synth Warn #: 1
- Site Rows: 21
- Commonest cells after routing, fill and taps aside: 8 x dfxtp_1, 6 x nor2_1, 4 x buf_4
- Yosys Chip Area: 382 µm²
- CTS Hold Bufs: 0
- H-tree levels: 1
- Yosys simple share: 0.311
- Tool Warnings: 25
- Routability cong.: 0.774
- DR pass1 iterations: 4
- CTS max path bufs: 2
- Setup Crit Path Kind: register to register
- TritonCTS clock tree: done
- Placed cell area: between 400 and 500 µm²
- Hold Vio Cnt, Final: 0
- I/O Buffers: 3
- FF-to-FF End: clk_counts[6]
- First-pass GRT wire length: between 1000 and 1500 µm
- Area Overhead vs Synth: 34.8%
- CTS resizes: 0
- Core footprint: approximately 3400 µm²
- Sequential fraction of the synthesis area: 0.420
- Min-Delay Startpoint: tick
- DRT Wirelength: just over 700 µm
- Vias/cell: 3.38
- Post-DRT Antenna Nets: 0
- DIE AREA: 6400 µm²
- Crit start category: register
- Drt drc: 0
- Yosys cell count: around 40
- Hold Path Sink: tick
- Total GRT Usage: 0.0244
- R2r startpoint: clk_counts[0]
- CP Launch Point: clk_counts[0]
- Worst Hold Class: register to register
- Vias post-DR: approximately 320
- XOR-XNOR Cells, Area Fraction: 0.0918
- Final Slew Violations: 0
- Worst EP required: around 1.9 ns
- Maximum fanout along the worst path: 6
- DP Wirelength: ~550 µm
- Worst slew pin tran: around 0.47 ns
- Synthesized cell area: 382 µm²
- Slew HR: 0.683
- Worst vdd ir: between 0.15 and 0.2 mV
- Ports: 4
- R2r setup slk: ~0.24 ns
- Worst-Skew Late Latency: around 0.25 ns
- Ant. Diodes: 0
- R2R depth: 4
- Leak pwr: between 0.15 and 0.2 nW
- Adder share: 0.0328
[worst max-delay path: stages, from the launching register on]
cell	delay, ns
dfxtp_1	0.36
ha_1	0.28
nand3_1	0.12
or4b_1	0.48
a31oi_1	0.16
[state kept, by name, summed over array words and instances (netlist names)]
register    cells
clk_counts      7
tick            1
[cell type report]
type,count,area [µm²]
flip-flops and latches,8,160
multi-input cells,31,214
well taps,46,57.6
repair buffers,7,60.1
clock buffers,3,22.5
fillers,390,2900
[Yosys cell counts, drive strengths merged]
library cell | n | share of area
xnor2 | 1 | 0.023
o221ai | 1 | 0.023
nor2 | 6 | 0.059
mux2i | 1 | 0.026
or4 | 1 | 0.020
nor2b | 1 | 0.016
buf | 1 | 0.020
o31ai | 1 | 0.020
nand3 | 1 | 0.013
xor2 | 3 | 0.069
a41o | 1 | 0.026
a31oi | 1 | 0.016
nand4bb | 1 | 0.030
ha | 1 | 0.033
nand2b | 3 | 0.049
or4b | 1 | 0.026
a21oi | 1 | 0.013
nand2 | 2 | 0.026
nor4b | 1 | 0.023
dfxtp | 8 | 0.42
nand4 | 3 | 0.049
[report_power, final]
group          switching, mW  internal (mW)
clock network         0.0607         0.0805
logic                 0.0173         0.0216
registers            0.00641          0.195
[logic make-up (layout without fill, tap and decap cells)]
family | after synthesis | after routing
compound gates | 5 | 5
xor+xnor | 4 | 4
fa+ha+maj | 1 | 1
buf+inv | 1 | 10
flops | 8 | 8
mux | 1 | 1
simple gates | 20 | 20
[how the worst max path moves through the flow]
| stage | to | slack (ns) | cells after the start |
|---|---|---|---|
| after CTS | clk_counts[6] | 0.26 | 4 |
| after global routing | clk_counts[6] | 0.13 | 4 |
| final | clk_counts[6] | 0.24 | 4 |
[stage by stage]
stage	total power, mW	utilization	setup slack, ns	cells
detailed placement	0.244	0.144	0.00946	92
CTS	0.392	0.151	0.255	95
finish	0.382	0.151	0.240	95
global placement	0.243	0.144	0.0137	92
global route	0.410	0.151	0.132	95
floorplan	0.229	-	0.349	40
[metal layers]
metal,part of all wire,track usage,vias to the layer above
met1,0.53,0.0336,143
met2,0.36,0.0289,7
met3,0.098,0.0193,2
li1,-,-,169
met5,0,0,-
met4,0.011,0.00352,0
Power figures rest on the tool's default switching activity, not on a simulated workload.
