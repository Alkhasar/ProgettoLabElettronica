**/design/flow/design.v**
```verilog
`timescale 10 ns / 1 ns
module adc_driver(
    input wire clk,
    input wire acquire,
    input wire rst,
    input wire serial_clk,
    output reg busy,
    output reg ready,
    output reg data,
    input wire S_DATA,
    output reg S_CLK,
    output reg CONV_ST
);
    reg S_CLK_EN;
    reg [2:0] state, next;
    parameter [2:0]
        INIT                    = 3'b000,
        WAIT_POWERUP            = 3'b001,
        IDLE                    = 3'b010,
        CONVST_DOWN             = 3'b011,
        CONVST_UP               = 3'b100,
        WAIT_CONV               = 3'b101,
        READ_DATA               = 3'b110,
        WAIT_RESET              = 3'b111;
    wire [12 - 1:0] passed_time;
    reg counter_enable, counter_reset;
    counter #(.N_BITS(12)) adc_driver_counter (.clk(clk), .rst(counter_reset), .en(counter_enable), .count(passed_time));
    wire [10 - 1:0] read_data;
    reg data_counter_enable, data_counter_reset;
    counter #(.N_BITS(10)) output_data_counter (.clk(serial_clk), .rst(data_counter_reset), .en(data_counter_enable), .count(read_data));
    always @(posedge clk) begin
        if (rst == 1'b1)    state <= INIT;
        else                state <= next;
    end
    always @(state or passed_time or read_data or acquire) begin
        next = 'bx;
        case(state)
            INIT                :   if(passed_time == 12'd10)   next = WAIT_POWERUP;
                                    else                        next = INIT; 
            WAIT_POWERUP        :   if(passed_time == 12'd170)  next = IDLE;
                                    else                        next = WAIT_POWERUP;
            IDLE                :   if(acquire == 1'b1)         next = CONVST_DOWN;
                                    else                        next = IDLE;
            CONVST_DOWN         :   if(passed_time == 12'd3)    next = CONVST_UP;
                                    else                        next = CONVST_DOWN;
            CONVST_UP           :                               next = WAIT_CONV;
            WAIT_CONV           :   if(passed_time == 12'd233)  next = READ_DATA;
                                    else                        next = WAIT_CONV;
            READ_DATA           :   if(read_data == 4'd10)      next = WAIT_RESET;
                                    else                        next = READ_DATA;
            WAIT_RESET          :   if(passed_time == 12'd1)    next = IDLE; 
                                    else                        next = WAIT_RESET;
            default             :   next = IDLE ;  
        endcase
    end
    assign data     = S_DATA     & S_CLK_EN;
    assign S_CLK    = serial_clk & S_CLK_EN;
    always @(posedge clk) begin
        if (rst == 1'b1) begin
            S_CLK_EN            <= 1'b0;
            CONV_ST             <= 1'b1;
            busy                <= 1'b0;
            ready               <= 1'b1;
            counter_reset       <= 1'b1;
            counter_enable      <= 1'b0;
            data_counter_reset  <= 1'b1;
            data_counter_enable <= 1'b0 ;
        end
        else begin
            case(next)
                INIT            :   begin
                                        S_CLK_EN        <= 1'b0;
                                        CONV_ST         <= 1'b0;
                                        busy            <= 1'b1;
                                        ready           <= 1'b0;
                                        counter_reset   <= 1'b0;
                                        counter_enable  <= 1'b1;
                                        data_counter_reset  <= 1'b1;
                                        data_counter_enable <= 1'b0;
                                    end
                WAIT_POWERUP    :   begin
                                        S_CLK_EN        <= 1'b0;
                                        CONV_ST         <= 1'b1;
                                        busy            <= 1'b1;
                                        ready           <= 1'b0;
                                        counter_reset   <= 1'b0;
                                        counter_enable  <= 1'b1;
                                        data_counter_reset  <= 1'b1;
                                        data_counter_enable <= 1'b0;
                                    end
                IDLE            :   begin
                                        S_CLK_EN        <= 1'b0;
                                        CONV_ST         <= 1'b1;
                                        busy            <= 1'b0;
                                        ready           <= 1'b0;
                                        counter_reset   <= 1'b1;
                                        counter_enable  <= 1'b0;
                                        data_counter_reset  <= 1'b1;
                                        data_counter_enable <= 1'b0;
                                    end
                CONVST_DOWN     :   begin
                                        S_CLK_EN        <= 1'b0;
                                        CONV_ST         <= 1'b0;
                                        busy            <= 1'b1;
                                        ready           <= 1'b0;
                                        counter_reset   <= 1'b0;
                                        counter_enable  <= 1'b1;
                                        data_counter_reset  <= 1'b1;
                                        data_counter_enable <= 1'b0;
                                    end
                CONVST_UP       :   begin
                                        S_CLK_EN        <= 1'b0;
                                        CONV_ST         <= 1'b1;
                                        busy            <= 1'b1;
                                        ready           <= 1'b0;
                                        counter_reset   <= 1'b0;
                                        counter_enable  <= 1'b1;
                                        data_counter_reset  <= 1'b1;
                                        data_counter_enable <= 1'b0;
                                    end
                WAIT_CONV       :   begin
                                        S_CLK_EN        <= 1'b0;
                                        CONV_ST         <= 1'b1;
                                        busy            <= 1'b1;
                                        ready           <= 1'b0;
                                        counter_reset   <= 1'b0;
                                        counter_enable  <= 1'b1;
                                        data_counter_reset  <= 1'b1;
                                        data_counter_enable <= 1'b0;
                                    end
                READ_DATA       :   begin
                                        S_CLK_EN        <= 1'b1;
                                        CONV_ST         <= 1'b1;
                                        busy            <= 1'b1;
                                        ready           <= 1'b0;
                                        counter_reset   <= 1'b1;
                                        counter_enable  <= 1'b0;
                                        data_counter_reset  <= 1'b0;
                                        data_counter_enable <= 1'b1;
                                    end
                WAIT_RESET       :   begin
                                        S_CLK_EN        <= 1'b1;
                                        CONV_ST         <= 1'b1;
                                        busy            <= 1'b0;
                                        ready           <= 1'b1;
                                        counter_reset   <= 1'b0;
                                        counter_enable  <= 1'b1;
                                        data_counter_reset  <= 1'b1;
                                        data_counter_enable <= 1'b0;
                                    end
            endcase
        end
    end
endmodule
`timescale 10 ns / 1 ns
module counter  #(parameter integer N_BITS = 4) (
    input wire clk,
    input wire rst,
    input wire en,
    output reg [N_BITS - 1:0] count
);
    always @(posedge clk) begin
        if(rst == 1'b1) begin
            count <= 'b0;
        end
        else begin
            if(en == 1'b1) begin
                count <= count + 'b1;
            end
        end
    end
endmodule
```
**/design/flow/run.sh**
```bash
#!/bin/bash
# OpenROAD 26Q1-2900-gdf79404cd8, Yosys 0.63+post, stock flow scripts
make -C /OpenROAD-flow-scripts/flow DESIGN_CONFIG=/design/flow/config.mk WORK_HOME=/design/flow/orfs finish
```
**/design/flow/config.mk**
```make
export PLATFORM = sky130hd
export DESIGN_NAME = adc_driver
export DESIGN_NICKNAME = adc_driver
export VERILOG_FILES = /design/flow/design.v
export SDC_FILE = /design/flow/constraint.sdc
export NUM_CORES = 4
export LEC_CHECK = 1
export CORE_UTILIZATION = 40
```
**/design/flow/constraint.sdc**
```tcl
current_design adc_driver

set clk_period 4.6
set clk_io_pct 0.2

create_clock -name clk0 -period $clk_period [get_ports {clk}]
create_clock -name clk1 -period $clk_period [get_ports {serial_clk}]

set non_clock_inputs [all_inputs -no_clocks]
set_input_delay [expr $clk_period * $clk_io_pct] -clock clk0 $non_clock_inputs
set_output_delay [expr $clk_period * $clk_io_pct] -clock clk0 [all_outputs]
```
==> results.rst <==
Metrics
=======

.. list-table::
   :header-rows: 1

   * - Metric
     - Value
   * - Outcome
     - complete, no violations
   * - Synth Instances
     - 196
   * - Post-DR wirelength/cell
     - 12.4 um
   * - Critical Path Max Stage Delay
     - 0.39 ns
   * - Port Buffer Count
     - 8
   * - Fillcell total
     - 370
   * - Synthesis-to-finish area growth
     - 15.5%
   * - Initial Utilization
     - 0.428
   * - Die footprint
     - 4670 sq um
   * - Number of storage elements in the synthesis netlist
     - 38
   * - Total core area
     - 4120 sq um
   * - Setup Skew
     - 0.00662 ns
   * - Share of flip-flops with an asynchronous set or reset
     - 0
   * - Dominant cell type by area after synthesis
     - sky130_fd_sc_hd__dfxtp_1
   * - Headroom to the max-slew limit
     - 0.606
   * - Post-detailed-route count of antenna-violating nets
     - 0
   * - Layout cells sized above 1
     - 0.0817
   * - Count of hold-fix buffers inserted at cts
     - 0
   * - Top-count cell post-synth
     - sky130_fd_sc_hd__dfxtp_1
   * - Least-Margin Pin Slew
     - 0.587 ns
   * - Drt first pass iters
     - 4
   * - Critical-path cell list
     - clkbuf_8 > clkbuf_8 > and2_1 > clkdlybuf4s50_1
   * - Number of antenna violations at the first check in global routing
     - 0
   * - Worst endpoint required time
     - 3.68 ns
   * - Area share of the largest cell type after synthesis
     - 0.432
   * - Design area
     - 2030 sq um
   * - Chip area line of the yosys report
     - 1760 sq um
   * - Min Hold Slack
     - 0.464 ns
   * - Arrival time at the worst endpoint
     - 3.05 ns
   * - Count of pins over their slew limit
     - 0
   * - Total instance count after detailed placement
     - 248
   * - Number of maximum-capacitance constraint violations
     - 0
   * - Die height
     - 68.3 um
   * - Distinct cells, synth
     - 43
   * - Placed standard-cell area
     - 1880 sq um
   * - Vias per std cell
     - 5.38
   * - RD Place Congestion
     - 0.813
   * - Largest net degree at the start of global routing
     - 17
   * - First-pass GRT wire length
     - 5350 um
   * - Power density over cell area
     - 345 nW/um^2
   * - Final count of negative-setup-slack endpoints
     - 0
   * - Count of library flops with an enable pin
     - 0
   * - Critical Path Fanout Max
     - 2
   * - Cell Rows
     - 23
   * - Number of cells upsized or downsized after cts
     - 0
   * - Synth warn
     - 5
   * - Average instance area after synthesis
     - 8.98 sq um
   * - Top cells by count, synth
     - sky130_fd_sc_hd__dfxtp_1, sky130_fd_sc_hd__nor2_1, sky130_fd_sc_hd__nand2_1, sky130_fd_sc_hd__nand4_1, sky130_fd_sc_hd__xor2_1
   * - Post-detail-place hpwl
     - 2240 um
   * - Post-Layout Cell Count
     - 258
   * - RSZ-0062 raised after global routing
     - no
   * - Yosys Instances
     - 196
   * - Capturing element type of the critical path
     - primary output
   * - Total detailed-routing wirelength
     - 3200 um
   * - Most area-consuming cells after synthesis
     - sky130_fd_sc_hd__dfxtp_1, sky130_fd_sc_hd__nor2_1, sky130_fd_sc_hd__xor2_1
   * - Vias
     - 1387
   * - Combined buffer and inverter count along the critical path
     - 3
   * - Setup_tns
     - 0 ns
   * - Initial detailed-routing violation count
     - 70
   * - Die Width
     - 68.3 um
   * - Clock tree from TritonCTS
     - yes
   * - Worst min-delay path category
     - reg -> reg
   * - Kind of cell adding the most delay to the critical path
     - buffers and inverters
   * - CP max-delay cell
     - sky130_fd_sc_hd__clkdlybuf4s50_1
   * - Vias in the first global route
     - 1288
   * - Hold violation count in the final report
     - 0
   * - Antenna Cells
     - 0
   * - Leak Pwr
     - 0.000744 uW
   * - Detailed-route DRC error count
     - 0
   * - Seq share, synth
     - 0.432
   * - Post-CTS setup repair buffer count
     - 0
   * - Crit start category
     - clock port
   * - GRT Overall Usage
     - 0.151
   * - Clock slew at reported path FFs
     - 0.09 ns
   * - Crit-path most repeated cell
     - sky130_fd_sc_hd__clkbuf_8
   * - Peak supply drop
     - 176 uV
   * - Overflow after GRT
     - 0
   * - Tally of OpenROAD warnings
     - 32
   * - Post-synthesis instance area
     - 1760 sq um
   * - Final core utilization
     - 0.494
   * - Crit Path Category
     - clk -> out
   * - IO Count
     - 10
   * - Dominant register cell
     - sky130_fd_sc_hd__dfxtp_1
-- through the flow --
stage | setup WS, ns | power (uW)
2_1_floorplan | 1.27 | 356
4_1_cts | 0.613 | 711
5_1_grt | 0.573 | 727
3_5_place_dp | 0.871 | 365
6_report | 0.627 | 702
3_3_place_gp | 0.871 | 365
-- cells by family (layout without fill, tap and decap cells) --
logic type | count (synthesis) | in the layout | synth area share
simple gates | 95 | 95 | 0.302
flops | 38 | 38 | 0.432
compound gates | 24 | 24 | 0.0988
xor+xnor | 17 | 17 | 0.0846
buf+inv | 15 | 27 | 0.0327
fa+ha+maj | 7 | 7 | 0.0497
-- cell usage in the layout, fill, tap and decap left out, types with 2 or more instances in the layout --
cell / instances
sky130_fd_sc_hd__and3b_1: 2
sky130_fd_sc_hd__a31oi_1: 2
sky130_fd_sc_hd__nand2_1: 14
sky130_fd_sc_hd__nor3_1: 2
sky130_fd_sc_hd__inv_1: 8
sky130_fd_sc_hd__xnor2_1: 5
sky130_fd_sc_hd__nor4_1: 2
sky130_fd_sc_hd__nor3b_1: 3
sky130_fd_sc_hd__ha_1: 7
sky130_fd_sc_hd__a211oi_1: 2
sky130_fd_sc_hd__nand4_1: 14
sky130_fd_sc_hd__xor2_1: 12
sky130_fd_sc_hd__clkbuf_8: 9
sky130_fd_sc_hd__a21oi_1: 6
sky130_fd_sc_hd__nand3_1: 2
sky130_fd_sc_hd__o21ai_0: 3
sky130_fd_sc_hd__dfxtp_1: 38
sky130_fd_sc_hd__and2_1: 3
sky130_fd_sc_hd__and3_1: 5
sky130_fd_sc_hd__a41o_1: 2
sky130_fd_sc_hd__clkdlybuf4s50_1: 8
sky130_fd_sc_hd__o211ai_1: 2
sky130_fd_sc_hd__or3_1: 5
sky130_fd_sc_hd__a21o_1: 2
sky130_fd_sc_hd__nor2_1: 30
sky130_fd_sc_hd__or2_2: 2
-- sequential cells by signal (all words and copies together), names as in the netlist --
signal                     flops
CONV_ST                        1
S_CLK_EN                       1
adc_driver_counter.count      12
busy                           1
counter_enable                 1
counter_reset                  1
data_counter_enable            1
data_counter_reset             1
output_data_counter.count     10
ready                          1
state                          8
-- report_power, final --
group	switching, uW	internal [uW]	total, uW
Combinational	7.46	10.2	17.6
Clock	116	228	344
Sequential	6.35	334	340
-- routing by layer --
layer,global-route usage,vias up,routed length (um)
met2,0.233,21,1420
li1,-,709,-
met4,0.0469,0,34
met5,0,-,0
met1,0.226,653,1650
met3,0.0135,4,97
-- final cells by class --
type / count / area (sq um) / share of cell area
inverter: 9 / 33.8 / 0.0166
timing repair buffer: 7 / 70.1 / 0.0345
clock inverter: 1 / 30.0 / 0.0148
multi-input combinational: 143 / 942 / 0.463
clock buffer: 10 / 134 / 0.0658
sequential: 38 / 761 / 0.374
tap: 50 / 62.6 / 0.0308
-- worst paths after layout --
kind / slack [ns] / from / end / depth (start not counted)
max: 0.63 / serial_clk / S_CLK / 4
min: 0.46 / state[0]$_DFF_P_ / state[0]$_DFF_P_ / 1
max reg2reg: 2.20 / adc_driver_counter.count[8]$_SDFFE_PP0P_ / busy$_SDFF_PP0_ / 8
min reg2reg: 0.46 / state[0]$_DFF_P_ / state[0]$_DFF_P_ / 1
max in group clk1: 3.31 / data_counter_enable$_SDFF_PP0_ / output_data_counter.count[7]$_SDFFE_PP0P_ / 5
min in group clk1: 0.52 / data_counter_reset$_SDFF_PP1_ / output_data_counter.count[9]$_SDFFE_PP0P_ / 1
-- worst reg2reg max path: cells and delay by family, from the launching register on --
family / cells / cell delay, ns
DFF: 1 / 0.37
adders and majority gates: 1 / 0.17
buffers and inverters: 1 / 0.05
AOI/OAI and AO/OA: 5 / 1.18
and+or+nand+nor: 1 / 0.57
Power and IR drop assume default switching activity.
